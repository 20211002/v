### flow/design.v
module booth_multiplier(input signed [3:0] a, b, output reg signed [7:0] product);
  reg [1:0] temp;
  reg [3:0] b_1;
  reg qn_1;
  integer i;
  always@(a,b)
  begin
    product = 8'b0;
    qn_1 = 1'b0;
    b_1 = -b;
    for(i = 0; i < 4; i=i+1)
    begin
      temp = {a[i], qn_1};
      case(temp)
        2'd2 : product[7:4] = product[7:4] + b_1;
        2'd1 : product[7:4] = product[7:4] + b;
      endcase
      product = product >> 1;
      product[7] = product[6];
      qn_1 = a[i];
    end
  end
endmodule
### flow/run.sh
#!/bin/bash
# OpenROAD 26Q1-2900-gdf79404cd8, Yosys 0.63+post, stock flow scripts
make -C /OpenROAD-flow-scripts/flow DESIGN_CONFIG=/design/flow/config.mk WORK_HOME=/design/flow/orfs finish
### flow/config.mk
export PLATFORM = sky130hd
export DESIGN_NAME = booth_multiplier
export DESIGN_NICKNAME = booth_multiplier
export VERILOG_FILES = /design/flow/design.v
export SDC_FILE = /design/flow/constraint.sdc
export NUM_CORES = 4
export LEC_CHECK = 1
export CORE_AREA = 10 10 70 70
export DIE_AREA = 0 0 80 80
### flow/constraint.sdc
current_design booth_multiplier

set clk_period 5.5
set clk_io_pct 0.2

create_clock -name clk0 -period $clk_period

set non_clock_inputs [all_inputs -no_clocks]
set_input_delay [expr $clk_period * $clk_io_pct] -clock clk0 $non_clock_inputs
set_output_delay [expr $clk_period * $clk_io_pct] -clock clk0 [all_outputs]
==> results_dict.tcl <==
# implementation run metrics
set metrics [dict create \
    outcome "finished, violations left" \
    violations "negative setup slack" \
    drt_iter0_drc 35 \
    cp-end-kind "output pin" \
    fmax_mhz 169.9 \
    min_delay_path_depth 3 \
    yosys.area_share.xor_xnor_pct 17.03 \
    path_class "in2out" \
    pin_count 16 \
    ys_seq_share_pct 0 \
    hold_buffers 0 \
    grt_pass1_wl_mm 3.788 \
    grt.total_usage_pct 6.858 \
    finalCriticalPeriod_ps 5886 \
    die_w_microns 80 \
    antenna_found_initial 0 \
    routabilityCongestion 0.8040 \
    power_frac_seq_pct 0 \
    synthCells 93 \
    tool_warnings 35 \
    gr-total-overflow 0 \
    ys_area_sq_um 749.5 \
    n_clock_buffer 0 \
    firstDrtPassIters 4 \
    drive_gt1_share_pct 59.56 \
    arrival_ps 4790 \
    viasPerCell 4.341 \
    leakagePower_nw 0.6303 \
    setup_ws_ps -386.5 \
    final_cell_mix "29 x buf_4, 8 x nor2_1, 8 x ha_4, 7 x buf_2" \
    timing.hold.ws_ps 2876 \
    ys_cells 93 \
    flop_area_sq_um 0 \
    power_mw 0.2855 \
    fillers 331 \
    max_slew_margin_pct 78.33 \
    finalNonFillerCells 182 \
    drcViolationCount 0 \
    hold_viol 0 \
    p_int_mw 0.1728 \
    hpwl_mm 1.659 \
    ys.warnings.count 1 \
    max-vdd-ir-drop_uv 117.7 \
    logic_family "adder cells" \
    drv_slew 0 \
    detail_route.wl_per_cell_microns 11.86 \
    critPathLaunchType "input port" \
    dieArea_sq_um 6400 \
    worst_pin_slew_ps 323.5 \
    n_antenna_cell 0 \
    synth_cell_types 27 \
    die_h_microns 80 \
    final_common_cell "buf_4" \
    critPathRequiredTime_ps 4400 \
    period_used_pct 107.0 \
    hp-class "in2out" \
    p_switching_mw 0.1128 \
    mux_share_pct 12.02 \
    fp_util_pct 21.94 \
    compound_area_share_pct 16.36 \
    pwr-share-clk_pct 0 \
    place_inst 176 \
    coreArea_sq_um 3416 \
    routed_wl_mm 2.159 \
    vias 790 \
    path_max_fanout 3 \
    cap_violations 0 \
    adder_share_pct 28.05 \
    grt_max_degree 8 \
    synthesis.area_sq_um 749.5 \
    avgSynthCellArea_sq_um 8.059 \
    p_comb_share_pct 100.0 \
    finalSetupViolCount 4 \
    portBuffers 16 \
    syn_to_final_growth_pct 79.97 \
    grt_pass1_vias 855 \
    ff_count 0 \
    power_density_nw_per_um2 211.7 \
    ant_nets 0 \
    yosys.area_share.simple_pct 17.53 \
    row_count 21 \
    rsz0062_at_grt "yes" \
    p_sw_share_pct 39.50 \
]
power groups by stage:
stage / sequential (mW) / clock [mW] / combinational (mW)
CTS: 0 / 0 / 0.274
finish: 0 / 0 / 0.286
global route: 0 / 0 / 0.318
layer usage:
layer / part of all wire [%] / wire [microns] / GRT usage (%) / up-vias
met5: 0 / 0 / 0 / -
met4: 0.32 / 7 / 0.1761 / 0
met3: 4.4 / 96 / 1.136 / 2
met2: 49 / 1066 / 12.28 / 12
met1: 46 / 989 / 8.788 / 368
li1: - / - / - / 408
worst max-delay path: stages:
cell and delay [ps]:
buf_6 90, or4_4 550, nand3_4 80, inv_2 40, ha_4 250, a21oi_4 120
or4b_4 490, a32oi_4 200, inv_2 70, ha_4 250, xor2_1 150, nor2_1 110
a21oi_2 50, buf_4 140, ha_1 270, a21o_1 190, a21oi_2 140, xnor2_1 70
nor2_1 110, xor2_1 180, buf_2 130
worst paths after layout:
path / from / to / slack [ps]
min: b[0] / product[0] / 2880
max: b[3] / product[7] / -390
cells in the mapped netlist:
cell type	count	share of area [%]
inv_1	12	6.0
mux2_2	8	12
o31ai_1	2	2.0
clkbuf_1	1	0.50
xor2_1	6	7.0
buf_6	1	1.5
a21oi_1	4	2.7
o211a_2	1	1.3
a31oi_1	2	1.7
nor2b_1	1	0.84
a32oi_4	1	3.7
nor3_1	1	0.67
or4b_4	1	1.8
a21o_1	3	3.0
nand3_1	2	1.3
o21ai_0	3	2.0
or4b_1	1	1.3
nor2_1	10	5.0
xnor2_1	6	7.0
ha_1	12	20
buf_4	1	1.0
or4_1	1	1.0
and2_1	2	1.7
nand2_1	6	3.0
or2_2	1	0.84
xnor3_1	1	3.0
fa_1	3	8.0
metrics by stage:
step                setup TNS (ps)  utilization (%)  setup WS, ps  area [sq um]
global route                 -1990            39.49        -592.7          1349
floorplan                   -584.3                -        -308.1         825.8
detailed placement           -5718            35.05         -1394          1197
global placement             -5366            35.05         -1297          1197
CTS                          -1382            38.28        -427.4          1308
finish                       -1257            39.49        -386.5          1349
cell type report:
cell class / instances / area, sq um / area share (%)
Multi-Input combinational cell: 78 / 887.1 / 65.77
Timing Repair Buffer: 46 / 356.6 / 26.44
Tap cell: 46 / 57.56 / 4.267
Inverter: 12 / 47.55 / 3.525
cells by family (layout without fill, tap and decap cells):
kind of cell / after synthesis / in the layout
AOI/OAI and AO/OA: 16 / 16
buffers and inverters: 15 / 58
and+or+nand+nor: 26 / 26
muxes: 8 / 8
adders and majority gates: 15 / 15
xor gates and xnor gates: 13 / 13
repair_timing:
item | CTS | global route
setup endpoints to repair | 5 | 4
gates resized | 67 | 4
pin swaps | 24 | 3
setup buffers | 6 | 2
Power is estimated from default activity; no workload was simulated.
