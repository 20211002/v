==> /design/flow/config.mk <==
export PLATFORM = sky130hd
export DESIGN_NAME = modN_ctr
export DESIGN_NICKNAME = modN_ctr
export VERILOG_FILES = /design/flow/design.v
export SDC_FILE = /design/flow/constraint.sdc
export NUM_CORES = 4
export LEC_CHECK = 1
export CORE_AREA = 10 10 70 70
export DIE_AREA = 0 0 80 80
==> /design/flow/constraint.sdc <==
current_design modN_ctr

set clk_period 1.8
set clk_io_pct 0.2

create_clock -name clk0 -period $clk_period [get_ports {clk}]

set non_clock_inputs [all_inputs -no_clocks]
set_input_delay [expr $clk_period * $clk_io_pct] -clock clk0 $non_clock_inputs
set_output_delay [expr $clk_period * $clk_io_pct] -clock clk0 [all_outputs]
==> /design/flow/design.v <==
module modN_ctr
 # (parameter N = 13,
 parameter WIDTH = 4)
 ( input clk,
 input rstn,
 output reg[WIDTH-1:0] out);
 always @ (posedge clk) begin
 if (!rstn) begin
 out <= 0;
 end else begin
 if (out == N-1)
 out <= 0;
 else
 out <= out + 1;
 end
 end
endmodule
==> /design/flow/run.sh <==
#!/bin/bash
# OpenROAD 26Q1-2900-gdf79404cd8, Yosys 0.63+post, stock flow scripts
make -C /OpenROAD-flow-scripts/flow DESIGN_CONFIG=/design/flow/config.mk WORK_HOME=/design/flow/orfs finish
==> README.md <==
| Result | Value |
|:---|:---|
| Outcome | finished clean |
| DRT Wirelength | 443 um |
| P&R area growth vs syn | 72.2% |
| HP Class | reg -> reg |
| Summed standard-cell area reported by yosys | 180 um2 |
| Pre-CTS worst setup slack | 545 ps |
| Dominant comb cell | simple AND/OR/NAND/NOR gates |
| Element type at the critical path start | register |
| Post-CTS sizing | 0 |
| Chip Footprint | 6400 um2 |
| Synthesized instance count | 19 |
| Quantity of I/O buffers inserted on ports | 5 |
| Overflow left after global routing | 0 |
| Maximum fanout along the worst path | 4 |
| Largest registers | out (4) |
| Setup repair after global routing missed its margin | no |
| Crit path required time | 1440 ps |
| Worst stage delay on the critical path | 500 ps |
| Post-synthesis average cell area | 9.48 um2 |
| Worst path bufs/invs | 1 |
| I/O pin cnt | 6 |
| Routed vias/inst | 2.16 |
| Total design power | 0.236 mW |
| Share of the clock period used by the worst path | 0.825 |
| Worst path cell trace | clkdlybuf4s50_1 |
| Worst clock skew | 0.572 ps |
| DRT antenna net count | 0 |
| Pre-Repair DR Iteration Count | 3 |
| Number of warnings in the stage logs | 26 |
| Number of setup violations in the final report | 0 |
| Filler instances | 405 |
| Post-route worst setup slack | 316 ps |
| Adder share | 0.139 |
| Complex Gates by Area | 0.125 |
| Buffer levels on the longest clock path | 2 |
| Detail Placement HPWL | 378 um |
| CTS buffer count | 3 |
| Cell Count, Final, Fillers Out | 73 |
| Floorplan die width | 80 um |
| Peak supply drop | 0.0000916 V |
| Core footprint | 3420 um2 |
| Instance count after placement with tap cells included | 70 |
| Beginning of the critical path | out[2]$_SDFF_PP0_ |
| Transition time at the pin with the least slew margin | 181 ps |
| Final hold violation count | 0 |
| Fraction of synthesized cell area in xor and xnor cells | 0 |
| Highest routed metal layer | met3 |
| Cell family contributing the most delay on the critical path | buffers and inverters |
| Slew Viols, Final | 0 |
| Routed length on met3 | 30 um |
| Syn Std Cell Area | 180 um2 |
| Register containing the most flip-flops in the final layout | out |
| Diode count | 0 |
| Sequential fraction of the synthesis area | 0.444 |
| Pin count of the biggest net entering global routing | 6 |
| Post-CTS Hold Fix Bufs | 0 |
| Global-route wire length before repair | 669 um |
| Weighted congestion at the end of routability-driven global placement | 0.622 |
| Cell at the slowest stage of the critical path | sky130_fd_sc_hd__clkdlybuf4s50_1 |
| Mux area share | 0.0556 |
| Power density relative to cell area | 762 nW/um2 |
| Most frequent logic cell in the layout | sky130_fd_sc_hd__clkdlybuf4s50_1 |
| Routed metal-1 wire length | 123 um |
| Share of layout cells above drive strength 1 | 0.148 |
| Fin Setup TNS | 0 ps |
| Clock period minus final worst setup slack | 1480 ps |
| Max-Slew Margin vs Limit | 0.879 |
| Clock sinks | 4 |
| Synthesis-stage register bit count | 4 |
| Max FFs per register | 4 |
| Crit. End Element | output port |
| Leakage | 0.107 nW |
| Count of instantiated cells in the yosys netlist | 19 |
| Count of standard-cell rows | 21 |
| Unique cell type count in the Yosys netlist | 12 |
| TritonCTS clock tree | done |
| Max frequency | 674 MHz |
| Worst Path Arrival | 1120 ps |
| DR DRC count | 0 |
| Initial core utilization | 0.0527 |
| Dominant logic cell types in the final layout | sky130_fd_sc_hd__clkdlybuf4s50_1, sky130_fd_sc_hd__dfxtp_1, sky130_fd_sc_hd__clkbuf_4 |
| Area fraction in and, or, nand and nor cells | 0.174 |
| Routed length per instance | 6.07 um |
| Initial drt markers | 1 |
| HP Start | out[3]$_SDFF_PP0_ |
| Startpoint-to-endpoint class of the critical path | reg -> out |
| Root buffer selected by CTS | sky130_fd_sc_hd__clkbuf_4 |
| FF-to-FF Start | out[1]$_SDFF_PP0_ |
| Via count | 158 |
| Clock slew seen by the registers of the worst setup and hold paths | 30 ps |
| Met2 Routed Length | 289 um |
| Via count of the first global-routing pass | 168 |
| Height of the chip | 80 um |
| Late-Pin Clk Latency | 230 ps |
| Initial antenna violation count | 0 |
| Setup bufs post-CTS | 0 |
| Syn. warnings | 1 |
| H-tree Lvls | 1 |
| Number of max-cap violations | 0 |
| Tot GR Track Use | 0.0139 |
worst paths after layout:
| check | to | slack, ps | cells past startpoint |
|---|---|---|---|
| worst max-delay path | out[2] | 320 | 1 |
| worst min-delay path | out[3]$_SDFF_PP0_ | 520 | 2 |
| worst max register to register | out[3]$_SDFF_PP0_ | 660 | 3 |
| worst min register to register | out[3]$_SDFF_PP0_ | 520 | 2 |
metal layers:
layer	track usage	up-vias
li1	-	81
met1	0.00730	76
met2	0.0297	1
met3	0.00909	0
met4	0.00704	0
met5	0	-
tightest hold or removal path: stages (launching register included):
cell and delay [ps]:
sky130_fd_sc_hd__dfxtp_1 330, sky130_fd_sc_hd__o21ai_0 80, sky130_fd_sc_hd__a21boi_1 60
stage by stage:
step	hold slack [ps]	instance area (um2)	util
detailed placement	516	288	0.0842
global route	582	310	0.0908
finish	525	310	0.0908
global placement	519	288	0.0842
CTS	523	310	0.0908
floorplan	474	180	-
Yosys cell counts:
| master | n | area share |
|---|---|---|
| sky130_fd_sc_hd__and3_1 | 2 | 0.069 |
| sky130_fd_sc_hd__inv_1 | 2 | 0.042 |
| sky130_fd_sc_hd__mux2i_1 | 1 | 0.056 |
| sky130_fd_sc_hd__or4_1 | 1 | 0.042 |
| sky130_fd_sc_hd__a21oi_1 | 2 | 0.056 |
| sky130_fd_sc_hd__a21boi_1 | 1 | 0.042 |
| sky130_fd_sc_hd__o21ai_0 | 1 | 0.028 |
| sky130_fd_sc_hd__ha_1 | 2 | 0.14 |
| sky130_fd_sc_hd__inv_2 | 1 | 0.021 |
| sky130_fd_sc_hd__nor2b_1 | 1 | 0.035 |
| sky130_fd_sc_hd__dfxtp_1 | 4 | 0.44 |
| sky130_fd_sc_hd__nand3_1 | 1 | 0.028 |
final cells by class:
type,count,area [um2],area share
clock buffers,3,22.5,0.0726
well taps,46,57.6,0.185
inverters,3,11.3,0.0363
flip-flops and latches,4,80.1,0.258
repair buffers,5,50.0,0.161
multi-input cells,12,88.8,0.286
report_power, final:
part	switching (mW)	total, mW	internal [mW]
Combinational	0.0114	0.0308	0.0194
Sequential	0.00590	0.101	0.0949
Clock	0.0306	0.105	0.0741
Total	0.0479	0.236	0.188
cells by family after synthesis:
family | count (synthesis)
DFF | 4
adders and majority gates | 2
buffers and inverters | 3
and+or+nand+nor | 5
muxes | 1
AOI/OAI and AO/OA | 4
Power figures rest on the tool's default switching activity, not on a simulated workload.
