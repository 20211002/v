## design/flow/run.sh

```bash
#!/bin/bash
# OpenROAD 26Q1-2900-gdf79404cd8, Yosys 0.63+post, stock flow scripts
make -C /OpenROAD-flow-scripts/flow DESIGN_CONFIG=/design/flow/config.mk WORK_HOME=/design/flow/orfs finish
```

## design/flow/config.mk

```make
export PLATFORM = sky130hd
export DESIGN_NAME = array_multiplier
export DESIGN_NICKNAME = array_multiplier
export VERILOG_FILES = /design/flow/design.v
export SDC_FILE = /design/flow/constraint.sdc
export NUM_CORES = 4
export LEC_CHECK = 1
export CORE_AREA = 10 10 70 70
export DIE_AREA = 0 0 80 80
```

## design/flow/constraint.sdc

```tcl
current_design array_multiplier

set clk_period 5.1
set clk_io_pct 0.2

create_clock -name clk0 -period $clk_period

set non_clock_inputs [all_inputs -no_clocks]
set_input_delay [expr $clk_period * $clk_io_pct] -clock clk0 $non_clock_inputs
set_output_delay [expr $clk_period * $clk_io_pct] -clock clk0 [all_outputs]
```

## design/flow/design.v

```verilog
`timescale 1ns / 1ps
module array_multiplier(input [3:0] a, input [3:0] b, output [7:0] product);
  assign product[0] = a[0]&b[0];
  wire w_1, w_2, w_3, w_4, w_5, w_6, w_7, w_8, w_9, w_10, w_11, w_12, w_13, w_14, w_15, w_16, w_17;
  half_adder half_adder_m_1(a[1]&b[0], a[0]&b[1], product[1], w_1);
  full_adder full_adder_m_1(a[1]&b[1], a[0]&b[2], w_1, w_2, w_3);
  full_adder full_adder_m_2(a[1]&b[2], a[0]&b[3], w_3, w_4, w_5);
  half_adder half_adder_m_2(a[1]&b[3], w_5, w_6, w_7);
  half_adder half_adder_m_3(w_2, a[2]&b[0], product[2], w_15);
  full_adder full_adder_m_3(w_4, a[2]&b[1], w_15, w_14, w_16);
  full_adder full_adder_m_4(w_6, a[2]&b[2], w_16, w_13, w_17);
  full_adder full_adder_m_5(w_7, a[2]&b[3], w_17, w_9, w_8);
  half_adder half_adder_m_4(w_14, a[3]&b[0], product[3], w_12);
  full_adder full_adder_m_6(w_13, a[3]&b[1], w_12, product[4], w_11);
  full_adder full_adder_m_7(w_9, a[3]&b[2], w_11, product[5], w_10);
  full_adder full_adder_m_8(w_8, (a[3]&b[3]), w_10, product[6], product[7]);
endmodule
module half_adder(input a, b, output sumOut, carryOut);
  assign sumOut = a^b;
  assign carryOut = a&b;
endmodule
module full_adder(input a, b, carryIn, output sumOut, carryOut);
  assign sumOut = a^b^carryIn;
  assign carryOut = (a&b)|(a&carryIn)|(b&carryIn);
endmodule
```

==> impl_metrics.toml <==
# yosys + openroad results
[run]
tool_warnings = 35
maxCapViolations = 0

[finish]
final_cell_count_no_fill = 107
final_util = 0.192
drive_gt1_frac = 0.410
seq_area_um2 = 0
logic_area_um2 = 333
n_clock_buffer = 0
ff_count = 0
area_growth_pct = 67.6
fillers = 380

[route]
via_per_inst = 2.78
routed_wl_um = 837
dr.pass1.iters = 2
met1_length_um = 324
dr_wl_met2_um = 473
antenna_left = 0
top_layer = "met3"
drt-initial-drc-count = 1
met3_wirelength_um = 39
num_vias = 297
drc = 0
wl_per_cell_um = 7.82
diodes = 0

[grt]
first_global_vias = 349
antenna_found_initial = 0
overflow = 0
grt_max_degree = 5
grt_usage = 0.0285
grt_pass1_wl_um = 1520

[sta]
setup_viol = 3
grt_setup_unrepaired = "true"
slew_viol_final = 0
fmax_ghz = 0.183
slew-limit-headroom = 0.915
worst_slew_pin_slew_ps = 127
period_needed_ps = 5460
setup_ws_ps = -358
hold_viol = 0
finalCritPeriodShare = 1.07

[placement]
placed_cells = 106
port_buffers = 16
place_congestion = 0.689
dp_hpwl_um = 794

[floorplanning]
dieArea_um2 = 6400
die_w_um = 80
row_count = 21
dieHeight_um = 80
coreArea_um2 = 3420
num_io_pins = 16
fp_util = 0.114

[yosys]
yosys_warnings = 0
ys_cells = 45
ys_seq_frac = 0
syn_avg_cell_area_um2 = 8.67
yosys_area_um2 = 390
syn_area_um2 = 390
syn_inst = 45
synth_cell_types = 6

[worst_setup_path]
cp.arrival_ps = 4440
required_ps = 4080
path_class = "in2out"
worstPathMaxFanout = 3
end_kind = "output port"
crit_path_start_kind = "input pin"

[power]
ir_worst_vdd_v = 0.0000166
power_density_nw_per_um2 = 96.6
leakagePower_nw = 0.306

[run_status]
violations = "negative setup slack"
outcome = "finished, violations left"

[min_path]
hold_path.class = "in2out"
holdPathStages = 3
hold_start = "b[0]"
min_to = "product[0]"

[cts]
cts.hold.buffers_added = 0
==> cell usage after synthesis <==
cell type | number | share of area
nand2_1 | 4 | 0.038
buf_4 | 7 | 0.13
inv_1 | 10 | 0.096
and2_1 | 12 | 0.19
ha_1 | 4 | 0.13
fa_1 | 8 | 0.41
==> kinds of logic after synthesis <==
group,share of synthesized area
buffers and inverters,0.231
adders and majority gates,0.538
and+or+nand+nor,0.231
==> worst max-delay path by stage <==
stage / startpoint / end / cells after the start / slack [ps]
6_report: b[1] / product[6] / 13 / -360
5_1_grt: b[1] / product[6] / 13 / -480
4_1_cts: b[1] / product[6] / 13 / -400
==> power breakdown <==
group	leakage, nW	internal (mW)	switching [mW]
sequential	0	0	0
clock	0	0	0
combinational	0.306	0.0409	0.0223
==> routing by layer <==
metal	GRT usage	vias to the layer above
met5	0	-
met4	0	0
met3	0.00341	0
met2	0.0594	6
met1	0.0306	137
li1	-	154
==> layout by cell type, fill, tap and decap left out, types with 2 or more instances in the layout <==
cell type / netlist / layout
and2_1: 12 / 8
and2_4: 0 / 4
buf_2: 0 / 2
buf_4: 7 / 5
buf_6: 0 / 4
buf_8: 0 / 2
clkdlybuf4s50_1: 0 / 7
fa_1: 8 / 4
fa_2: 0 / 4
ha_1: 4 / 3
inv_1: 10 / 8
inv_2: 0 / 2
nand2_1: 4 / 4
==> through the flow <==
| stage | hold WS, ps | cell area (µm²) | power, mW | TNS (ps) | setup WS [ps] |
|---|---|---|---|---|---|
| finish | 2660 | 654 | 0.0632 | -730 | -358 |
| global route | 2690 | 654 | 0.0756 | -1070 | -479 |
| CTS | 2680 | 632 | 0.0662 | -840 | -396 |
| detailed placement | 3070 | 613 | 0.0661 | -3430 | -1140 |
| global placement | 3090 | 613 | 0.0664 | -3430 | -1150 |
| floorplan | 2110 | 403 | 0.0395 | -343 | -236 |
==> critical path: stages <==
cell and delay (ps):
buf_8 100, and2_4 150, ha_4 150, fa_2 330
fa_1 470, fa_2 370, inv_2 60, fa_1 430
fa_2 370, fa_2 350, fa_1 500, inv_1 40
buf_2 100
==> final cells by class <==
class                      count  share of cell area
inverter                      10              0.0574
timing repair buffer          23               0.346
multi-input combinational     28               0.509
tap                           46              0.0880
==> what timing repair did <==
action,in CTS,in global routing
resized,39,5
setup buffers,1,0
pin swaps,11,0
setup endpoints to repair,4,4
Power is estimated from default activity; no workload was simulated.
